File: flow/run.sh
#!/bin/bash
# OpenROAD 26Q1-2900-gdf79404cd8, Yosys 0.63+post, stock flow scripts
make -C /OpenROAD-flow-scripts/flow DESIGN_CONFIG=/design/flow/config.mk WORK_HOME=/design/flow/orfs finish
File: flow/config.mk
export PLATFORM = sky130hd
export DESIGN_NAME = top_mac
export DESIGN_NICKNAME = top_mac
export VERILOG_FILES = /design/flow/design.v
export SDC_FILE = /design/flow/constraint.sdc
export NUM_CORES = 4
export LEC_CHECK = 1
export CORE_UTILIZATION = 40
File: flow/constraint.sdc
current_design top_mac

set clk_period 12.9
set clk_io_pct 0.2

create_clock -name clk0 -period $clk_period [get_ports {clk}]

set non_clock_inputs [all_inputs -no_clocks]
set_input_delay [expr $clk_period * $clk_io_pct] -clock clk0 $non_clock_inputs
set_output_delay [expr $clk_period * $clk_io_pct] -clock clk0 [all_outputs]
File: flow/design.v
module ajuste (r, s, y);
	input [59:0] r;
	input [5:0] s;
	output reg [17:0] y;
		always@(r)
		case(s)
			0 : y = r[17:0]; 
			1 : y = r[18:1]; 
			2 : y = r[19:2]; 
			3 : y = r[20:3];
			4 : y = r[21:4];
			5 :	y = r[22:5];
			6 :	y = r[23:6];
			7 : y = r[24:7];
			8 :	y = r[25:8];
			9 :	y = r[26:9];
			10 : y = r[27:10];
			11 : y = r[28:11];
			12 : y = r[29:12];
			13 : y = r[30:13];
			14 : y = r[31:14];
			15 : y = r[32:15];
			16 : y = r[33:16];
			17 : y = r[34:17];
			18 : y = r[35:18];
			19 : y = r[36:19];
			20 : y = r[37:20];
			21 : y = r[38:21];
			22 : y = r[39:22];
			23 : y = r[40:23];
			24 : y = r[41:24];
			25 : y = r[42:25];
			26 : y = r[43:26];
			27 : y = r[44:27];
			28 : y = r[45:28];
			29 : y = r[46:29];
			30 : y = r[47:30];
			31 : y = r[48:31];
			32 : y = r[49:32];
			33 : y = r[50:33];
			34 : y = r[51:34];
			35 : y = r[52:35];
			36 : y = r[53:36];
			37 : y = r[54:37];
			38 : y = r[55:38];
			39 : y = r[56:39];
			40 : y = r[57:40];
			41 : y = r[58:41];
			42 : y = r[59:42]; 
			default y = r[59:42];
		endcase
endmodule
module contador #(parameter m = 6) (rst, clk, opc, n, z, i);
	input rst,clk;
	input [1:0] opc;
	input [m-1:0] n;
	output z;
	output [m-1:0] i;
	reg [m-1:0] qp, qn;
	always@(opc)
		case(opc)
			0 : qn = 0; 
			1 : qn  = qp;
			2 : qn = qp -1;
			3 : qn = n;
			default : qn = qp;			
		endcase
	assign z = (qp == 0)? 1:0;
	always@(posedge clk, posedge rst)
		begin
			if(rst)
				qp <= 0;
			else
				qp <= qn;
		end
	assign i = qp;
endmodule
module ff_gen_hab #(parameter n  = 60) (rst, clk, hab, d, q);
	input rst, clk, hab;
	input [n-1:0] d;
	output [n-1:0] q;
	reg [n-1:0] qp;
	wire [n-1:0] qn;
	assign qn = (hab == 0) ? qp : d; 
	always@(posedge clk, posedge rst) begin
		if(rst)
			qp <= 0;
		else
			qp <= qn;
	end
	assign q = qp;
endmodule
module ff_gen_hab2 #(parameter n = 60) (rst, clk, hab, d, q);
	input rst, clk;
	input [1:0] hab;
	input [n-1:0] d;
	output [n-1:0] q;
	reg [n-1:0] qn, qp;
	always@(hab) begin
		case(hab)
			0 : qn = 0; 
			1 : qn = d; 
			default : qn = qp;
		endcase
	end
	always@(posedge clk, posedge rst) begin
		if(rst)
			qp <= 0;
		else
			qp <= qn;	
	end
	assign q = qp;
endmodule
module fsm_mac (rst, clk, stf, z, lda, ldr, eof, opc);
	input rst, clk, stf, z;
	output reg [1:0] lda;
	output reg ldr, eof;
	output reg [1:0] opc;
	reg [2:0] qp, qn;
	always@(qp, stf, z) begin
		case(qp)
			0 : begin
				opc = 3; lda = 0; ldr = 0; eof = 1;
				if(stf)
					qn = 1;
				else
					qn = qp;
				end
			1 :	begin
				opc = 1; lda = 1; ldr = 0; eof = 0;
				qn = 2;
				end
			2 : begin
				opc = 1; lda = 2; ldr = 0; eof = 0;
				if(z)
					qn = 4;
				else
					qn = 3;
				end
			3 : begin
				opc = 2; lda = 2; ldr = 0; eof = 0;
				qn = 1;
				end
			4 : begin
				opc = 0; lda = 2; ldr = 1; eof = 0;
				qn = 0;
				end
			default : begin
				      opc = 0; lda = 0; ldr = 0; eof = 0; 
				      qn = 0;
					  end
		endcase
	end	
	always@(posedge rst, posedge clk) begin
		if(rst)
			qp <= 0;
		else
			qp <= qn;		
	end
endmodule
module mult_generic #(parameter n = 18, parameter m = 36) (x, a, m1);
	input signed [n-1:0] x;
	input signed [m-1:0] a;
	output signed [59:0] m1;
	wire signed [m+n-1:0] temp;
	wire [5:0] sign_ext;	
	assign temp =  x * a;
	assign sign_ext = {6{temp[m+n-1]}};	
	assign m1 = {sign_ext, temp};
endmodule
module sum_generic #(parameter n = 60) (q, p, s);
	input signed [n-1:0] q, p;
	output signed [n-1:0] s;
	assign s = p + q;	
endmodule
module top_mac(rst, clk, stf, x, a, n, s, eof, i, y);
	input rst, clk, stf;
	input [17:0] x;
	input [35:0] a;
	input [5:0] n;
	input [5:0] s;
	output eof;
	output [5:0] i;
	output [17:0] y;
	wire [59:0] p, q, u, r;
	wire ldr, z;
	wire [1:0] opc, lda;
	mult_generic #(.n(18), .m(36)) mod_mult_generic (x, a, p);
	sum_generic  #(.n(60))         mod_sum_generic  (q, p, u); 
	ff_gen_hab2  #(.n(60))		   mod_ff_gen_hab2	(rst, clk, lda, u, q);
	contador	 #(.m(6))		   mod_contador     (rst, clk, opc, n, z, i);
	fsm_mac		 				   mod_fsm_mac      (rst, clk, stf, z, lda, ldr, eof, opc); 
	ff_gen_hab   #(.n(60))		   mod_ff_gen_hab   (rst, clk, ldr, q, r);
	ajuste      				   mod_ajuste       (r, s, y);
endmodule
==> flow_summary_export.csv <==
group,metric,value,unit
synth,seq_area_frac_synth,0.0961,
worst_setup_path,critical_path.endpoint_type,"register",
floorplanning,die.size.x,294,um
job,stage_log_warnings,28,
placed_design,dpl.hpwl,76900,um
cells_and_area,most_numerous_logic_cells_after_layout,"698 x sky130_fd_sc_hd__fa_1, 680 x sky130_fd_sc_hd__inv_1, 503 x sky130_fd_sc_hd__nand2_1, 243 x sky130_fd_sc_hd__and2_1, 163 x sky130_fd_sc_hd__ha_1",
global_route,globalRoute.totalOverflow,0,
floorplanning,initial_utilization,0.406,
drt,routed-via-count,28600,
drt,routed_wirelength,109000,um
synth,ys_async_sr_fraction,1.00,
worst_setup_path,timing.setup.critical_path_class,"in -> reg",
synth,number_of_enable_type_register_cells_in_the_synthesized_netlist,0,
floorplanning,die-area,86500,um2
clocking,clock_tree_from_tritoncts,"yes",
timing,worst_hold_slack,510,ps
drt,drt_iter0_markers,2943,
synth,syn_area_per_cell,9.06,um2
synth,yosys_cells,3770,
placed_design,place.gp.congestion,0.987,
floorplanning,core_region_area,84100,um2
job,max_capacitance_violation_total,0,
timing,maxSlewViolCount,0,
timing,grt_setup_unrepaired,"false",
worst_setup_path,critPathLaunchType,"input pin",
worst_setup_path,critical-path-top-delay-family,"adder cells",
cells_and_area,final_core_density,0.440,
worst_setup_path,path_cells,"clkdlybuf4s50_1 > buf_4 > buf_4 > nand2_1 > fa_1 > inv_1 > fa_1 > fa_1 > fa_1 > fa_1 > fa_1 > ha_1 > ha_1 > nand4_1 > or2_2 > nor3_1 > o21ai_0 > a31oi_1 > nand3_1 > mux2i_1 > a211o_1",
synth,ys.flops,131,
cells_and_area,layout.cell_area.non_filler,37000,um2
cells_and_area,flow.area_growth_from_synthesis,8.25,%
drt,detail_route.wl_per_cell,22.4,um
synth,synth_area,34100,um2
timing,worst_pin_slew,1080,ps
worst_setup_path,wp_data_required,13210,ps
placed_design,placement.setup.worst_slack,2800,ps
synth,yosys_area,34100,um2
drt,viasPerCell,5.88,
cells_and_area,post_route_cells_drive_above_1_share,0.0698,
drt,drc,0,
cells_and_area,dominant_logic_cell_type_in_the_layout,"sky130_fd_sc_hd__fa_1",
synth,postSynth.topFlopCell,"sky130_fd_sc_hd__dfrtp_1",
drt,num_antenna_cells,0,
worst_setup_path,critical_path.slowest_cell,"sky130_fd_sc_hd__fa_1",
timing,setup-violations-final,0,
clocking,post_cts.resized_instances,0,
clocking,h-tree-depth,4,
clocking,clock_path_buffers,2,
clocking,insertion_delay,430,ps
floorplanning,die_height,294,um
drt,drt_first_pass_iters,17,
synth,yosysUniqueCellTypes,78,
timing,final.period_utilization,0.755,
synth,syn_inst,3770,
clocking,cts.sink_count,131,
worst_setup_path,worst-path-max-fanout,19,
global_route,grt_pass1_vias,30200,
clocking,path_clk_slew,60,ps
worst_setup_path,count_of_buffer_and_inverter_cells_on_the_critical_path,4,
timing,fmax,103,MHz
global_route,grt_max_degree,77,
timing,hold_violations,0,
cells_and_area,final-instance-count-excl-fill,4860,
timing,setup_tns,0,ps
hold_path,hold_class,"reg -> reg",
synth,yosys_warnings,5,
drt,detail-route-antenna-nets,0,
global_route,grt_antenna_before_repair,0,
timing,fin_skew,13.4,ps
global_route,groute.usage.overall,0.277,
clocking,cts.root.buffer_cell,"sky130_fd_sc_hd__clkbuf_16",
timing,final.setup.worst_slack,3160,ps
floorplanning,floorplan.io_pins,94,
worst_setup_path,cpPeakStageDelay,560,ps
placed_design,place_inst,4828,
clocking,cts_setup_buffers,0,
placed_design,port_buffers,93,
worst_setup_path,cp.arrival,10050,ps
global_route,wire_length_of_the_first_global_routing_pass,176000,um
floorplanning,rows,106,
clocking,numCtsBuffers,17,
worst_setup_path,worst_path_most_repeated_cell,"sky130_fd_sc_hd__fa_1",
status,outcome,"complete, no violations",
timing,period_needed,9740,ps
timing,timing.max_slew.rel_slack,0.282,
placed_design,dpl-instance-area,36400,um2
clocking,post_cts_hold_buffer_count,0,
-- final cells by class --
cell class                      instances  area (um2)
Timing Repair Buffer                  222        1900
Clock buffer                           17         425
Clock inverter                         15         168
Tap cell                             1134        1420
Multi-Input combinational cell       2659       27200
Inverter                              682        2560
Fill cell                            8102       47100
Sequential cell                       131        3280
-- per-layer routing --
| layer | global-route usage | wire (um) |
|---|---|---|
| met2 | 0.390 | 46000 |
| met3 | 0.126 | 13500 |
| met1 | 0.395 | 43500 |
| met4 | 0.0890 | 5800 |
| met5 | 0.00113 | 0 |
-- worst paths after layout --
check | from | endpoint | slack, ps | depth (start not counted)
max | x[9] | mod_ff_gen_hab2.qp[59] | 3160 | 21
max in group asynchronous | rst | mod_ff_gen_hab.qp[53] | 9050 | 3
min in group asynchronous | rst | mod_contador.qp[5] | 2620 | 2
min | mod_ff_gen_hab.qp[29] | mod_ff_gen_hab.qp[29] | 510 | 1
max reg2reg | mod_ff_gen_hab2.qp[23] | mod_ff_gen_hab2.qp[59] | 7050 | 17
min reg2reg | mod_ff_gen_hab.qp[29] | mod_ff_gen_hab.qp[29] | 510 | 1
-- worst register-to-register path, delay by kind of cell (launching register included) --
family / cells / cell delay (ps)
flops: 1 / 380
mux: 1 / 160
simple gates: 4 / 1000
compound gates: 4 / 1230
fa+ha+maj: 6 / 2770
buf+inv: 2 / 180
-- cells by family (layout without fill, tap and decap cells) --
logic type / Yosys count / in the layout / share of synthesized area
flops: 131 / 131 / 0.0961
mux: 65 / 65 / 0.0213
xor+xnor: 54 / 54 / 0.0139
buf+inv: 980 / 936 / 0.108
simple gates: 1040 / 1040 / 0.145
fa+ha+maj: 861 / 861 / 0.469
compound gates: 639 / 639 / 0.147
-- state kept, by name, summed over array words and instances, names as in the netlist --
register and flops:
mod_fsm_mac.qp 5, mod_ff_gen_hab.qp 60, mod_ff_gen_hab2.qp 60, mod_contador.qp 6
-- cells in the mapped netlist, drive strengths merged, types with 6 or more instances --
master | number | share of area
fa | 698 | 0.41
inv | 681 | 0.075
nand2 | 503 | 0.055
clkbuf | 269 | 0.030
and2 | 243 | 0.045
ha | 163 | 0.060
a221oi | 149 | 0.038
a22o | 134 | 0.034
dfrtp | 130 | 0.095
nor2 | 122 | 0.013
nand4 | 74 | 0.014
a21oi | 67 | 0.010
a22oi | 64 | 0.014
o21ai | 62 | 0.0091
mux2 | 60 | 0.020
xnor2 | 35 | 0.0090
a21o | 34 | 0.0075
buf | 29 | 0.0035
a222oi | 20 | 0.0059
nand3 | 20 | 0.0031
nor3 | 20 | 0.0034
o22ai | 19 | 0.0035
xor2 | 19 | 0.0049
o32a | 16 | 0.0047
nand2b | 12 | 0.0022
a31oi | 10 | 0.0018
nor2b | 10 | 0.0018
o31ai | 10 | 0.0026
o21bai | 9 | 0.0020
and3 | 7 | 0.0013
or2 | 6 | 0.0011
